<file path="run.sh">
#!/bin/bash
# OpenROAD 26Q1-2900-gdf79404cd8, Yosys 0.63+post, stock flow scripts
make -C /OpenROAD-flow-scripts/flow DESIGN_CONFIG=/design/flow/config.mk WORK_HOME=/design/flow/orfs finish
</file>
<file path="config.mk">
export PLATFORM = sky130hd
export DESIGN_NAME = vericlock
export DESIGN_NICKNAME = vericlock
export VERILOG_FILES = /design/flow/design.v
export SDC_FILE = /design/flow/constraint.sdc
export NUM_CORES = 4
export LEC_CHECK = 1
export CORE_UTILIZATION = 40
</file>
<file path="constraint.sdc">
current_design vericlock

set clk_period 12.8
set clk_io_pct 0.2

create_clock -name clk0 -period $clk_period [get_ports {clk_100MHz}]

set non_clock_inputs [all_inputs -no_clocks]
set_input_delay [expr $clk_period * $clk_io_pct] -clock clk0 $non_clock_inputs
set_output_delay [expr $clk_period * $clk_io_pct] -clock clk0 [all_outputs]
</file>
<file path="design.v">
module bin2bcd (
    input      [7:0] bin,
    output reg [7:0] bcd
);
  integer i;
  always @(bin) begin
    bcd = 0;
    for (i = 0; i <= 7; i = i + 1) begin   
      if (bcd[3:0] >= 5) bcd[3:0] = bcd[3:0] + 3;   
      if (bcd[7:4] >= 5) bcd[7:4] = bcd[7:4] + 3;
      bcd = {bcd[6:0], bin[7-i]};   
    end
  end
endmodule
module calendar (
    input            reset,        
    input            tick_1Hz,     
    input            end_of_day,   
    input            inc_day,      
    input            inc_month,    
    input            inc_year,     
    output reg [7:0] day,          
    output reg [7:0] month,        
    output reg [7:0] year          
);
  parameter DEFAULT_DAY_VALUE = 1;
  parameter DEFAULT_MONTH_VALUE = 9;
  parameter DEFAULT_YEAR_VALUE = 23;
  wire end_of_year;
  assign end_of_year = ((month == 12 && day == 31) & end_of_day) ? 1 : 0;    
  wire leap_year;
  assign leap_year = (year % 4 == 0) ? 1 : 0;
  always @(posedge tick_1Hz or posedge reset) begin
    if (reset) day = DEFAULT_DAY_VALUE;
    else if (inc_day | end_of_day) begin
      case (month)
        1: begin
          if (day == 31) day <= 1;
          else day <= day + 1;
        end
        2: begin
          if (leap_year && day == 29) day <= 1;
          if (~leap_year && day == 28) day <= 1;
          else day <= day + 1;
        end
        3: begin
          if (day == 31) day <= 1;
          else day <= day + 1;
        end
        4: begin
          if (day == 30) day <= 1;
          else day <= day + 1;
        end
        5: begin
          if (day == 31) day <= 1;
          else day <= day + 1;
        end
        6: begin
          if (day == 30) day <= 1;
          else day <= day + 1;
        end
        7: begin
          if (day == 31) day <= 1;
          else day <= day + 1;
        end
        8: begin
          if (day == 31) day <= 1;
          else day <= day + 1;
        end
        9: begin
          if (day == 30) day <= 1;
          else day <= day + 1;
        end
        10: begin
          if (day == 31) day <= 1;
          else day <= day + 1;
        end
        11: begin
          if (day == 30) day <= 1;
          else day <= day + 1;
        end
        12: begin
          if (day == 31) day <= 1;
          else day <= day + 1;
        end
        default: day <= 1;
      endcase
    end
  end
  always @(posedge tick_1Hz or posedge reset) begin
    if (reset) month = DEFAULT_MONTH_VALUE;
    else if (inc_month) begin
      if (month == 12) month <= 1;
      else month <= month + 1;
    end   
    else if ((month == 1 && day == 31) & end_of_day)
      month <= 2;
    else if ((month == 2 && day == 28) & ~leap_year & end_of_day) month <= 3;
    else if ((month == 2 && day == 29) & leap_year & end_of_day) month <= 3;
    else if ((month == 3 && day == 31) & end_of_day) month <= 4;
    else if ((month == 4 && day == 30) & end_of_day) month <= 5;
    else if ((month == 5 && day == 31) & end_of_day) month <= 6;
    else if ((month == 6 && day == 30) & end_of_day) month <= 7;
    else if ((month == 7 && day == 31) & end_of_day) month <= 8;
    else if ((month == 8 && day == 31) & end_of_day) month <= 9;
    else if ((month == 9 && day == 30) & end_of_day) month <= 10;
    else if ((month == 10 && day == 31) & end_of_day) month <= 11;
    else if ((month == 11 && day == 30) & end_of_day) month <= 12;
    else if (end_of_year & end_of_day) month <= 1;
  end
  always @(posedge tick_1Hz or posedge reset) begin
    if (reset) year = DEFAULT_YEAR_VALUE;
    else if (inc_year | end_of_year) begin
      year <= (year == 99) ? 0 : year + 1;
    end
  end
endmodule
module clock (
    input        reset,        
    input        tick_1Hz,     
    input        inc_sec,      
    input        inc_hour,     
    input        inc_min,      
    output       end_of_day,   
    output [7:0] sec,          
    output [7:0] min,          
    output [7:0] hour          
);
  parameter DEFAULT_SEC_VALUE = 0;
  parameter DEFAULT_MIN_VALUE = 0;
  parameter DEFAULT_HOUR_VALUE = 0;
  reg [7:0] r_sec = DEFAULT_SEC_VALUE;
  reg [7:0] r_min = DEFAULT_MIN_VALUE;
  reg [7:0] r_hour = DEFAULT_HOUR_VALUE;
  assign sec  = r_sec;
  assign min  = r_min;
  assign hour = r_hour;
  always @(posedge tick_1Hz or posedge reset) begin
    if (reset) r_sec <= DEFAULT_SEC_VALUE;
    else if (inc_sec) r_sec <= (r_sec == 59) ? 0 : r_sec + 1;
  end
  always @(posedge tick_1Hz or posedge reset) begin
    if (reset) r_min <= DEFAULT_MIN_VALUE;
    else if (inc_min | r_sec == 59) begin
      r_min <= (r_min == 59) ? 0 : r_min + 1;
    end
  end
  always @(posedge tick_1Hz or posedge reset) begin
    if (reset) r_hour <= DEFAULT_HOUR_VALUE;
    else if (inc_hour | ((r_min == 59) && (r_sec == 59))) begin
      r_hour <= (r_hour == 23) ? 0 : r_hour + 1;
    end
  end
  assign end_of_day = ((hour == 23) && (min == 59) && (sec == 59)) ? 1 : 0;
endmodule   
module debounce #(
  parameter DELAY = 1
) (
    input      clk,
    input      signal,
    output debounced_signal
);
  reg [DELAY:0] delayed_signal = 0;
  assign debounced_signal = delayed_signal[DELAY];
  always @(posedge clk) begin
    delayed_signal   <= {delayed_signal[DELAY-1:0], signal};
  end
endmodule
module seg7led (
    input      [3:0] hex,          
    output reg [6:0] led_control   
);
  always @(hex) begin
    case (hex)
      4'b0000: led_control <= 7'b0000001;   
      4'b0001: led_control <= 7'b1001111;   
      4'b0010: led_control <= 7'b0010010;   
      4'b0011: led_control <= 7'b0000110;   
      4'b0100: led_control <= 7'b1001100;   
      4'b0101: led_control <= 7'b0100100;   
      4'b0110: led_control <= 7'b0100000;   
      4'b0111: led_control <= 7'b0001111;   
      4'b1000: led_control <= 7'b0000000;   
      4'b1001: led_control <= 7'b0000100;   
      4'b1010: led_control <= 7'b0001000;   
      4'b1011: led_control <= 7'b0011000;   
      4'b1100: led_control <= 7'b1111110;   
      4'b1111: led_control <= 7'b1111111;   
      default: begin
        led_control <= 7'b0110110;  
      end
    endcase
  end
endmodule   
module timer1hz (
    input  clk_100MHz,   
    input  reset,        
    output clk_1Hz       
);
  parameter MAX_COUNT =  50_000_000 / 2 - 1;
  reg r_clk_1Hz = 1'b0;
  assign clk_1Hz = r_clk_1Hz;
  reg [31:0] counter_1hz = 0;   
  always @(posedge clk_100MHz or posedge reset) begin
    if (reset) begin
      counter_1hz <= 0;
      r_clk_1Hz   <= 1'b0;
    end else if (counter_1hz == 50_000_000 / 2 - 1) begin
      counter_1hz <= 0;
      r_clk_1Hz = ~r_clk_1Hz;
    end else begin
      counter_1hz <= counter_1hz + 1;
    end
  end
endmodule   
module vericlock (
    input clk_100MHz,   
    input reset,        
    input        datetime,
    input        inc_enable,
    input        inc_0,
    input        inc_1,
    input        inc_2,
    input        tick,
    output [6:0] seg7_0,
    output [6:0] seg7_1,
    output [6:0] seg7_2,
    output [6:0] seg7_3,
    output [6:0] seg7_4,
    output [6:0] seg7_5,
    output [6:0] seg7_6,
    output [6:0] seg7_7,
    output tick_1Hz_check,
    output inc_hour_check,
    output inc_min_check,
    output inc_sec_check,
    output inc_day_check,
    output inc_month_check,
    output inc_year_check
);
  wire inc_sec, inc_min, inc_hour, inc_day, inc_month, inc_year;
  reg [13:0] sec_7seg, min_7seg, hour_7seg, day_7seg, month_7seg, year_7seg, cen_7seg;
  assign inc_hour = (debounced_datetime == 1 && debounced_inc_enable == 1) ? ~debounced_inc_0 : 0;
  assign inc_min = (debounced_datetime == 1 && debounced_inc_enable == 1) ? ~debounced_inc_1 : 0;
  assign inc_sec = (debounced_datetime == 1 && debounced_inc_enable == 1) ? ~debounced_inc_2 : 1;
  assign inc_day = (debounced_datetime == 0 && debounced_inc_enable == 1) ? ~debounced_inc_0 : 0;
  assign inc_month = (debounced_datetime == 0 && debounced_inc_enable == 1) ? ~debounced_inc_1 : 0;
  assign inc_year = (debounced_datetime == 0 && debounced_inc_enable == 1) ? ~debounced_inc_2 : 0;
  assign inc_hour_check = inc_hour;
  assign inc_min_check = inc_min;
  assign inc_sec_check = inc_sec;
  assign inc_day_check = inc_day;
  assign inc_month_check = inc_month;
  assign inc_year_check = inc_year;
  wire debounced_inc_0, debounced_inc_1, debounced_inc_2, debounced_datetime, debounced_inc_enable, debounced_tick;
  debounce #(.DELAY(5))
      debounce_datetime (
          .clk(clk_100MHz),
          .signal(datetime),
          .debounced_signal(debounced_datetime)
      ),
      debounce_inc_enable (
          .clk(clk_100MHz),
          .signal(inc_enable),
          .debounced_signal(debounced_inc_enable)
      ),
      debounce_inc_inc_0 (
          .clk(clk_100MHz),
          .signal(inc_0),
          .debounced_signal(debounced_inc_0)
      ),
      debounce_inc_inc_1 (
          .clk(clk_100MHz),
          .signal(inc_1),
          .debounced_signal(debounced_inc_1)
      ),
      debounce_inc_inc_2 (
          .clk(clk_100MHz),
          .signal(inc_2),
          .debounced_signal(debounced_inc_2)
      );
  debounce
      debounce_inc_tick (
          .clk(clk_100MHz),
          .signal(tick),
          .debounced_signal(debounced_tick)
      );
  wire tick_1Hz, timer_tick_1Hz;
  assign tick_1Hz = (inc_enable == 1) ? debounced_tick : timer_tick_1Hz;   
  timer1hz timer (
      .clk_100MHz(clk_100MHz),
      .reset(~reset),
      .clk_1Hz(timer_tick_1Hz)
  );
  assign tick_1Hz_check = tick_1Hz;
  wire end_of_day;
  wire [7:0] sec;
  wire [7:0] min;
  wire [7:0] hour;
  clock clock_inst (
      .reset(~reset),
      .tick_1Hz(tick_1Hz),
      .inc_sec(inc_sec),
      .inc_min(inc_min),
      .inc_hour(inc_hour),
      .end_of_day(end_of_day),
      .sec(sec),
      .min(min),
      .hour(hour)
  );
  wire [7:0] day;
  wire [7:0] month;
  wire [7:0] year;
  calendar calendar_inst (
      .reset(~reset),
      .tick_1Hz(tick_1Hz),
      .end_of_day(end_of_day),
      .inc_day(inc_day),
      .inc_month(inc_month),
      .inc_year(inc_year),
      .day(day),
      .month(month),
      .year(year)
  );
  wire [7:0] hex_01, hex_23, hex_45, hex_67;
  wire [7:0] bcd_01, bcd_23, bcd_45, bcd_67;
  assign hex_01 = (debounced_datetime == 1) ? hour : day;
  assign hex_23 = (debounced_datetime == 1) ? min : month;
  assign hex_45 = (debounced_datetime == 1) ? sec : 8'd20;
  assign hex_67 = (debounced_datetime == 1) ? 0 : year;
  bin2bcd
      bin2bcd_hex01 (
          .bin(hex_01),
          .bcd(bcd_01)
      ),
      bin2bcd_hex23 (
          .bin(hex_23),
          .bcd(bcd_23)
      ),
      bin2bcd_hex45 (
          .bin(hex_45),
          .bcd(bcd_45)
      ),
      bin2bcd_hex67 (
          .bin(hex_67),
          .bcd(bcd_67)
      );
  wire [13:0] bcd_67_datetimes;
  assign {seg7_6, seg7_7} = (debounced_datetime == 1) ? 14'b11111111111111 : bcd_67_datetimes;
  seg7led
      sec_7seg_0 (
          .hex(bcd_01[7:4]),
          .led_control(seg7_0)
      ),
      sec_7seg_1 (
          .hex(bcd_01[3:0]),
          .led_control(seg7_1)
      ),
      sec_7seg_2 (
          .hex(bcd_23[7:4]),
          .led_control(seg7_2)
      ),
      sec_7seg_3 (
          .hex(bcd_23[3:0]),
          .led_control(seg7_3)
      ),
      sec_7seg_4 (
          .hex(bcd_45[7:4]),
          .led_control(seg7_4)
      ),
      sec_7seg_5 (
          .hex(bcd_45[3:0]),
          .led_control(seg7_5)
      ),
      sec_7seg_6 (
          .hex(bcd_67[7:4]),
          .led_control(bcd_67_datetimes[13:7])
      ),
      sec_7seg_7 (
          .hex(bcd_67[3:0]),
          .led_control(bcd_67_datetimes[6:0])
      );
endmodule
</file>
==> impl_metrics.yaml <==
# generated from flow reports
grt:
  grt_pass1_wl_um: 39000
  groute.usage.overall: 0.165
  grt_overflow: 0
  grt_max_degree: 50
  grt_pass1_vias: 8426
  antenna_found_initial: 0
clock_network:
  cts_hold_buffers: 0
  clock_latency_ns: 0.32
  post_cts_buffers: 0
  cts.clk_slew.worst_paths_ns: 0.05
  cts_root_buf: "clkbuf_16"
  cts-buffers-inserted: 9
  htreeDepth: 3
  cts_buffer_depth: 2
  post_cts_resized: 0
  tritoncts: "yes"
route:
  dr_total_vias: 9490
  wl_per_cell_um: 13.0
  drt_iter0_markers: 638
  drcViolationCount: 0
  drt_wl_total_um: 22500
  antenna_left: 0
  drtPass1Iterations: 18
  antennaDiodeCount: 0
  viasPerCell: 5.48
timing:
  rsz0062_at_grt: "no"
  relSlewSlack: 0.392
  post-route-period-util: 0.843
  min_period_ns: 10.80
  worstMarginPinSlew_ns: 0.911
  unconstrained_endpoints: 48
  unclocked_regs: 48
  fmax_ghz: 0.0926
  holdWs_ns: 0.323
  maxSlewViolCount: 0
  fin_skew_ns: 0.00391
  tns_ns: 0
  hold_viol: 0
  finalSetupViolCount: 0
  setup_ws_ns: 2.00
setup_path:
  r2r-start: "timer.counter_1hz[2]"
  worst-path-max-fanout: 37
  critPathKind: "register to primary output"
  arrival_ns: 8.24
  critPathCaptureType: "primary output"
  max_stage_delay_ns: 0.59
  critical_path.startpoint: "debounce_datetime.delayed_signal[5]"
  slowest_stage: "dfxtp_2"
  worst-r2r-cell-count: 7
  cp.required_ns: 10.24
  start_kind: "register"
  crit_top_cell: "ha_1"
place:
  port_buffers: 70
  dp_slack_ns: 2.32
  dp_hpwl_um: 17200
  gp_congestion: 0.905
  dp_cells: 1715
synthesis:
  ys_cells: 1341
  yosys_area_um2: 10800
  synth_seq_share: 0.247
  ys_warn_count: 7
  edf_count: 0
  synth_cell_types: 97
  top_area_cell: "dfrtp_1"
  syn_area_um2: 10800
  netlist_top_cells_count: "nand2_1 (149), ha_1 (103), nor2_1 (99), inv_1 (89), o21ai_0 (83)"
  syn_inst: 1341
  area_leaders: "dfrtp_1 (17%), ha_1 (12%), dfxtp_1 (5.9%)"
  numSynthFlops: 113
  ys.flop_type: "dfrtp_1"
  yosysTopAreaCellShare: 0.171
  most_common_cell: "nand2_1"
  postSynthAreaPerCell_um2: 8.07
  synthArstFlopShare: 0.717
cells_and_area:
  area.growth.synth_to_final_pct: 12.2
  final-comb-area_um2: 7610
  drive_above_1_share: 0.0709
  register_area_um2: 2680
  final_cell_count_no_fill: 1731
  fill_cells: 2490
outcome:
  outcome: "finished, final reports clean"
flow_run:
  log.warning_count: 87
  drv_cap: 0
min_path:
  hold_class: "register to register"
  hold-path-cell-count: 0
  hp-start: "debounce_inc_enable.delayed_signal[0]"
floorplanning:
  dieWidth_um: 167
  ios: 71
  die_area_um2: 27700
  coreArea_um2: 26300
  fp_util: 0.412
  rows: 59
  die_h_um: 167
power:
  cellPowerDensity_nw_per_um2: 52.3
  p_leak_nw: 5.41
  ir_worst_vdd_v: 0.000101
[worst max-delay path, delay by kind of cell, from the launching register on]
kind / cells / cell delay [ns]
AND-OR/OR-AND: 8 / 1.97
multiplexers: 1 / 0.34
XOR/XNOR: 3 / 0.81
buffers and inverters: 5 / 1.15
flip-flops: 1 / 0.59
adder cells (fa/ha/maj): 7 / 1.56
AND/OR/NAND/NOR: 8 / 1.52
[layout by cell type, fill, tap and decap left out, types with 15 or more instances in the layout]
| cell type | count |
|---|---|
| o211ai_1 | 15 |
| mux2i_1 | 51 |
| a31oi_1 | 15 |
| nand4_1 | 25 |
| nand2b_1 | 23 |
| a21oi_1 | 62 |
| a211oi_1 | 17 |
| mux2_2 | 16 |
| o22ai_1 | 16 |
| dfrtp_1 | 74 |
| and3_1 | 20 |
| clkdlybuf4s50_1 | 69 |
| nor3_1 | 27 |
| xor2_1 | 30 |
| inv_1 | 89 |
| nor2b_1 | 23 |
| dfxtp_1 | 31 |
| nor2_1 | 99 |
| nand3_1 | 52 |
| o21ai_0 | 83 |
| ha_1 | 103 |
| nand2_1 | 149 |
| xnor2_1 | 38 |
[metal layers]
layer | GRT usage | vias up | part of all wire
li1 | - | 4953 | -
met1 | 0.256 | 4354 | 0.52
met2 | 0.265 | 175 | 0.45
met3 | 0.0121 | 8 | 0.031
met4 | 0.0141 | 0 | 0.0043
met5 | 0 | - | 0
[state kept, by name, summed over array words and instances (netlist names), 8 cells and up]
signal	count
timer.counter_1hz	32
clock_inst.r_hour	8
calendar_inst.year	8
clock_inst.r_sec	8
clock_inst.r_min	8
calendar_inst.day	8
calendar_inst.month	8
[cell families after synthesis]
group	share of synthesized area
simple gates	0.226
compound gates	0.220
buf+inv	0.0502
flops	0.247
fa+ha+maj	0.119
mux	0.0795
xor+xnor	0.0580
[final timing paths]
path                                                               to  slack, ns
worst max register to register                  timer.counter_1hz[29]      10.58
max in group asynchronous                       timer.counter_1hz[12]       9.59
worst max-delay path                                        seg7_0[2]       2.00
worst min-delay path            debounce_inc_enable.delayed_signal[1]       0.32
worst min register to register  debounce_inc_enable.delayed_signal[1]       0.32
min in group asynchronous                       timer.counter_1hz[18]       2.22
[report_power, final]
part           switching (mW)  internal [mW]  total, mW
logic                  0.0877         0.0875      0.175
registers             0.00678          0.219      0.226
clock network          0.0813          0.153      0.235
[through the flow]
step	util	power, mW	area [µm²]
after floorplan	-	0.336	10800
after global placement	0.451	0.406	11800
after detailed placement	0.451	0.406	11800
after CTS	0.462	0.643	12100
after global routing	0.462	0.675	12100
final	0.462	0.636	12100
[area by class of cell]
| cell class | instances | area share |
|---|---|---|
| sequential | 113 | 0.220 |
| inverter | 95 | 0.0294 |
| clock buffer | 13 | 0.0232 |
| multi-input combinational | 1091 | 0.627 |
| clock inverter | 3 | 0.00165 |
| timing repair buffer | 81 | 0.0643 |
| tap | 335 | 0.0345 |
No activity file was given, so power comes from the tool's default toggle rates.
